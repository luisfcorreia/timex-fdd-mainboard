--- design/flow/design.v ---
module timex_mainboard (
    input wire clk_16mhz,
    input wire [7:0] addr,   
    inout wire [7:0] data,
    input wire nMREQ,
    input wire nIORQ,
    input wire nRD,
    input wire nWR,
    input wire nRESET,
    output wire clk_4mhz,       
    output wire clk_8mhz,       
    output wire nRAM_CS,
    output wire nFDC_CS,
    output wire nTIIN,
    output wire nTIOUT,
    input wire INTRQ,
    output wire nINT,
    inout wire [7:0] ext_data,
    input wire nEXT_RD,         
    input wire nEXT_WR,         
    output wire nSERIAL_CS1,
    output wire nSERIAL_CS2,
    output wire e0_drive_sel0,     
    output wire e0_drive_sel1,     
    output wire e0_side_sel,       
    output wire e0_dden,           
    output wire e0_led,            
    output wire RESET
);
reg [1:0] clk_div;
reg [7:0] rom [0:100];
reg [7:0] e0_latch;
reg boot_latch;
reg [7:0] ext_output_latch;
reg [6:0] ext_input_buffer;   
reg [7:0] data_out;
wire cx = addr[7] & addr[6];    
wire ox = ~addr[7] & ~addr[6];  
wire nROM_CS;
wire nE0_LATCH;
wire data_oe;
wire [7:0] rom_data;
always @(posedge clk_16mhz or negedge nRESET) begin
    if (!nRESET)
        clk_div <= 2'b00;
    else
        clk_div <= clk_div + 1'b1;
end
assign clk_4mhz = clk_div[1];   
assign clk_8mhz = clk_div[0];   
initial begin
        rom[  0] = 8'hf3; rom[  1] = 8'h31; rom[  2] = 8'hff; rom[  3] = 8'h3e; rom[  4] = 8'h3e; rom[  5] = 8'h00; rom[  6] = 8'hd3; rom[  7] = 8'h20;
        rom[  8] = 8'h3e; rom[  9] = 8'hd0; rom[ 10] = 8'hd3; rom[ 11] = 8'hc0; rom[ 12] = 8'h3e; rom[ 13] = 8'h01; rom[ 14] = 8'hcd; rom[ 15] = 8'h59;
        rom[ 16] = 8'h00; rom[ 17] = 8'hdb; rom[ 18] = 8'hc0; rom[ 19] = 8'h3e; rom[ 20] = 8'h9f; rom[ 21] = 8'hd3; rom[ 22] = 8'he0; rom[ 23] = 8'h3e;
        rom[ 24] = 8'h97; rom[ 25] = 8'hd3; rom[ 26] = 8'he0; rom[ 27] = 8'h3e; rom[ 28] = 8'h9b; rom[ 29] = 8'hd3; rom[ 30] = 8'he0; rom[ 31] = 8'h3e;
        rom[ 32] = 8'h9d; rom[ 33] = 8'hd3; rom[ 34] = 8'he0; rom[ 35] = 8'h3e; rom[ 36] = 8'h1e; rom[ 37] = 8'hd3; rom[ 38] = 8'he0; rom[ 39] = 8'h3e;
        rom[ 40] = 8'h00; rom[ 41] = 8'hd3; rom[ 42] = 8'hc0; rom[ 43] = 8'h06; rom[ 44] = 8'h04; rom[ 45] = 8'haf; rom[ 46] = 8'hcd; rom[ 47] = 8'h59;
        rom[ 48] = 8'h00; rom[ 49] = 8'h10; rom[ 50] = 8'hfa; rom[ 51] = 8'h21; rom[ 52] = 8'h00; rom[ 53] = 8'h3f; rom[ 54] = 8'h0e; rom[ 55] = 8'hc3;
        rom[ 56] = 8'h06; rom[ 57] = 8'h00; rom[ 58] = 8'hdb; rom[ 59] = 8'hc0; rom[ 60] = 8'hcb; rom[ 61] = 8'h57; rom[ 62] = 8'h28; rom[ 63] = 8'hfa;
        rom[ 64] = 8'hcb; rom[ 65] = 8'h47; rom[ 66] = 8'h20; rom[ 67] = 8'hf6; rom[ 68] = 8'haf; rom[ 69] = 8'hd3; rom[ 70] = 8'hc2; rom[ 71] = 8'h3e;
        rom[ 72] = 8'h8c; rom[ 73] = 8'hd3; rom[ 74] = 8'hc0; rom[ 75] = 8'hdb; rom[ 76] = 8'h20; rom[ 77] = 8'h17; rom[ 78] = 8'h30; rom[ 79] = 8'hfb;
        rom[ 80] = 8'hed; rom[ 81] = 8'ha2; rom[ 82] = 8'h20; rom[ 83] = 8'hf7; rom[ 84] = 8'hdb; rom[ 85] = 8'hc0; rom[ 86] = 8'hc3; rom[ 87] = 8'h00;
        rom[ 88] = 8'h3f; rom[ 89] = 8'hc5; rom[ 90] = 8'h06; rom[ 91] = 8'h00; rom[ 92] = 8'h00; rom[ 93] = 8'h10; rom[ 94] = 8'hfd; rom[ 95] = 8'h3d;
        rom[ 96] = 8'h20; rom[ 97] = 8'hf8; rom[ 98] = 8'hc1; rom[ 99] = 8'hc9; rom[100] = 8'hff;
end
assign rom_data = (addr[6:0] <= 7'd100) ? rom[addr[6:0]] : 8'hFF;
assign nROM_CS = ~(!nMREQ && boot_latch && !nRD);
assign nRAM_CS = ~(!nMREQ && !boot_latch);
assign nFDC_CS = ~(!nIORQ && cx && !addr[5]);
assign nE0_LATCH = ~(!nIORQ && !nWR && cx && addr[5]);
assign nTIIN = ~(!nIORQ && !nRD && ox && addr[5]);     
assign nTIOUT = ~(!nIORQ && !nWR && ox && addr[5]);    
assign nSERIAL_CS1 = ~(!nIORQ && ox && !addr[5] && addr[6]);  
assign nSERIAL_CS2 = ~(!nIORQ && addr[7] && !addr[6]);        
assign nINT = ~INTRQ;
always @(posedge clk_4mhz or negedge nRESET) begin
    if (!nRESET) begin
        e0_latch <= 8'h00;
        boot_latch <= 1'b1;   
    end
    else begin
        if (!nE0_LATCH)   
            e0_latch <= data;
        if (e0_latch[6])
            boot_latch <= 1'b0;   
    end
end
assign e0_drive_sel0 = e0_latch[0];
assign e0_drive_sel1 = e0_latch[1];
assign e0_side_sel   = e0_latch[4];
assign e0_dden       = e0_latch[5];
assign e0_led        = e0_latch[7];
assign RESET = ~nRESET;
always @(posedge clk_4mhz or negedge nRESET) begin
    if (!nRESET)
        ext_output_latch <= 8'h00;
    else if (!nTIOUT) begin
        ext_output_latch[0] <= data[0];   
        ext_output_latch[1] <= data[1];   
        ext_output_latch[2] <= data[2];   
        ext_output_latch[3] <= data[3];   
        ext_output_latch[6] <= data[6];   
        ext_output_latch[7] <= data[4];   
    end
end
always @(posedge clk_4mhz or negedge nRESET) begin
    if (!nRESET)
        ext_input_buffer <= 7'h00;
    else if (!nEXT_WR) begin
        ext_input_buffer[0] <= ext_data[0];   
        ext_input_buffer[1] <= ext_data[1];   
        ext_input_buffer[2] <= ext_data[2];   
        ext_input_buffer[3] <= ext_data[3];   
        ext_input_buffer[4] <= ext_data[7];   
        ext_input_buffer[6] <= ext_data[6];   
    end
end
assign ext_data[0] = (!nEXT_RD) ? ext_output_latch[0] : 1'bz;
assign ext_data[1] = (!nEXT_RD) ? ext_output_latch[1] : 1'bz;
assign ext_data[2] = (!nEXT_RD) ? ext_output_latch[2] : 1'bz;
assign ext_data[3] = (!nEXT_RD) ? ext_output_latch[3] : 1'bz;
assign ext_data[4] = 1'bz;   
assign ext_data[5] = 1'bz;   
assign ext_data[6] = (!nEXT_RD) ? ext_output_latch[6] : 1'bz;
assign ext_data[7] = (!nEXT_RD) ? ext_output_latch[7] : 1'bz;
always @(*) begin
    if (!nROM_CS && boot_latch) begin
        data_out = rom_data;
    end
    else if (!nTIIN) begin
        data_out = {INTRQ, ext_input_buffer[6:0]};
    end
    else
        data_out = 8'hFF;
end
assign data_oe = (!nROM_CS && boot_latch) || !nTIIN;
assign data = data_oe ? data_out : 8'bz;
endmodule
--- design/flow/run.sh ---
#!/bin/bash
# OpenROAD 26Q1-2900-gdf79404cd8, Yosys 0.63+post, stock flow scripts
make -C /OpenROAD-flow-scripts/flow DESIGN_CONFIG=/design/flow/config.mk WORK_HOME=/design/flow/orfs finish
--- design/flow/config.mk ---
export PLATFORM = sky130hd
export DESIGN_NAME = timex_mainboard
export DESIGN_NICKNAME = timex_mainboard
export VERILOG_FILES = /design/flow/design.v
export SDC_FILE = /design/flow/constraint.sdc
export NUM_CORES = 4
export LEC_CHECK = 1
export CORE_UTILIZATION = 30
--- design/flow/constraint.sdc ---
current_design timex_mainboard

set clk_period 3.0
set clk_io_pct 0.2

create_clock -name clk0 -period $clk_period [get_ports {clk_16mhz}]

set non_clock_inputs [all_inputs -no_clocks]
set_input_delay [expr $clk_period * $clk_io_pct] -clock clk0 $non_clock_inputs
set_output_delay [expr $clk_period * $clk_io_pct] -clock clk0 [all_outputs]
==> reports/metrics.csv <==
metric,value,unit
Final Wtd Congestion,0.932,
floorplan core density,31.3,%
Inserted Clock Buffers,3,
# port buffers,29,
Post-synth EDFFs,0,
CTS Buffer Depth,2,
register pins left without a clock,19,
synthesized area,2440,um^2
Synth Area per Inst,8.09,um^2
HPWL after DPL,6.18,mm
Die W,92.2,um
sequential area share after synthesis,21.6,%
placed cells,471,
CTS Hold Bufs,0,
status,aborted with a tool error,
Die Y,92.2,um
post-CTS setup buffer count,4,
IO Count,48,
Netlist cell types,63,
yosys stat cell total,302,
cell count after synthesis,302,
ys flop type,dfrtp_1,
htree depth,1,
Ys Warns,10,
number of unconstrained endpoints,30,
Yosys chip area,2440,um^2
Async SR Flop Fraction,100,%
FP Rows,32,
stopping stage,clock tree synthesis (4_1_cts),
Stop Error,"[error] [KeplerFormal.cpp:679] Workflow failed: Iso has multiple drivers: .ext_data0, ext_data[0]$_DFFE_PN0P_.Q0",
root buf cell,clkbuf_8,
CTS resizes,38,
flop and latch count out of synthesis,21,
[cell usage after synthesis (3+ instances only)]
| master | count | area [um^2] |
|---|---|---|
| nor3b_1 | 3 | 22.5 |
| buf_4 | 4 | 30.0 |
| a221oi_1 | 5 | 43.8 |
| a311oi_1 | 4 | 35.0 |
| buf_6 | 5 | 56.3 |
| a21o_1 | 4 | 30.0 |
| o31ai_1 | 3 | 22.5 |
| mux2_2 | 15 | 169 |
| a31oi_1 | 5 | 31.3 |
| nor2b_1 | 9 | 56.3 |
| inv_1 | 10 | 37.5 |
| nand3_1 | 4 | 20.0 |
| a21oi_1 | 14 | 70.1 |
| o21ai_0 | 21 | 105 |
| ha_1 | 14 | 175 |
| and3_1 | 3 | 18.8 |
| nor3_1 | 9 | 45.0 |
| nand2_1 | 22 | 82.6 |
| mux2i_1 | 4 | 40.0 |
| o311ai_1 | 3 | 26.3 |
| nand2b_1 | 11 | 68.8 |
| nor2_1 | 24 | 90.1 |
| dfrtp_1 | 20 | 500 |
| a211o_1 | 5 | 43.8 |
| mux4_2 | 3 | 67.6 |
| buf_2 | 12 | 60.1 |
| a211oi_1 | 8 | 60.1 |
| o21a_1 | 4 | 30.0 |
| clkbuf_1 | 10 | 37.5 |
[per-stage QoR]
step	hold WS, ps	setup slack [ps]	power (mW)	area (um^2)	utilization, %
after detailed placement	473	-492	0.352	3190	40.8
after global placement	446	-460	0.354	3190	40.8
after floorplan	304	62.5	0.220	2450	-
[kinds of logic after synthesis]
logic type	Yosys count	synth area share [%]
adder cells (fa/ha/maj)	14	7.17
other	2	0.307
AND/OR/NAND/NOR	95	19.5
AND-OR/OR-AND	102	29.6
multiplexers	23	11.8
flip-flops	21	21.6
buffers and inverters	43	9.38
XOR/XNOR	2	0.717
Power is estimated from default activity; no workload was simulated.
